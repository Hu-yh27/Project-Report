`flow/run.sh`:
```
#!/bin/bash
# OpenROAD 26Q1-2900-gdf79404cd8, Yosys 0.63+post, stock flow scripts
make -C /OpenROAD-flow-scripts/flow DESIGN_CONFIG=/design/flow/config.mk WORK_HOME=/design/flow/orfs finish
```
`flow/config.mk`:
```
export PLATFORM = sky130hd
export DESIGN_NAME = debounce
export DESIGN_NICKNAME = debounce
export VERILOG_FILES = /design/flow/design.v
export SDC_FILE = /design/flow/constraint.sdc
export NUM_CORES = 4
export LEC_CHECK = 1
export CORE_AREA = 10 10 81 81
export DIE_AREA = 0 0 91 91
```
`flow/constraint.sdc`:
```
current_design debounce

set clk_period 4.2
set clk_io_pct 0.2

create_clock -name clk0 -period $clk_period [get_ports {clk}]

set non_clock_inputs [all_inputs -no_clocks]
set_input_delay [expr $clk_period * $clk_io_pct] -clock clk0 $non_clock_inputs
set_output_delay [expr $clk_period * $clk_io_pct] -clock clk0 [all_outputs]
```
`flow/design.v`:
```
`timescale 1ns / 1ns
module debounce(
    input wire clk,         
    input wire btn_in,      
    output reg btn_out      
);
    parameter DEBOUNCE_COUNT = 25000;  
    reg [14:0] count;
    reg btn_prev;
    always @(posedge clk) begin
        btn_prev <= btn_in;
        if (btn_prev != btn_in) begin
            count <= 0;
        end else if (count < DEBOUNCE_COUNT) begin
            count <= count + 1;
        end else begin
            btn_out <= btn_prev;
        end
    end
endmodule
```
==> results.txt <==
run metrics: Final Cycle Share=48.9%, gr usage total=4.38%, XOR/XNOR Fraction of Synth Area=2.96%, cell area after synthesis=888 um2, row count=25, first-pass GRT wire length=3220 um, Simple-Gate Area Share=28.5%, Placeable Area=0.00482 mm2, critical path fanouts, max=11, placed cells=163, P per Cell Area=319 mW/mm2, DP HPWL=1200 um, Worst EP required=4.38 ns, setup repair bufs after CTS=0, Worst-path clk slew=0.07 ns, Post-Route WL=1720 um, Yosys cell types=32, vias in the first global route=705, DR DRC count=0, total congestion overflow=0, share of layout cells above drive strength 1=11.0%, aoi share=21.3%, pre-CTS setup slack=1.88 ns, count of pins over their slew limit=0, PortBufs=2, wire per inst=10.3 um, outcome=completed, synth warn=1, Synth Area per Inst=9.16 um2, hold_buf cts=0, Final Hold Fails=0, Hold Crit Class=flip-flop to flip-flop, initial drt markers=20, Critical Path AT=2.24 ns, post-route ant nets=0, initial antenna violation count=0, mux frac, synth=2.25%, CTS tree=built, yosys adder share=1.41%, TNS Setup=0 ns, MaxCap Viol Count=0, final setup vio count=0, Hold Crit Endpoint=count[5]$_SDFFE_PP0N_, Die Wd=91 um, largest net degree at the start of global routing=12, Initial Util=18.4%, Max-slew headroom=63.7%, die area=0.00828 mm2, Gate Count Post-Synth=97, ANT cells=0, Final GP Congestion=0.788, setup slack after layout=2.15 ns, clk sink count=17, Peak Freq=0.487 GHz, Reg2Reg Setup Slack=2.46 ns, worst hold path cell count=2, cts bufs inserted=3, worst skew pair latency=0.25 ns, Log Warnings=25, final hold slack=0.495 ns, unrepaired setup endpoints after global routing=false, Leak Pwr=0.315 nW, H-tree Lvls=1, Worst Reg-to-Reg Cells=4, Syn-to-layout area delta=13.9%, reg2reg end=count[8]$_SDFFE_PP0N_, synthesis area per yosys=888 um2, min-delay src=count[5]$_SDFFE_PP0N_, Worst VDD drop=0.197 mV, Post-Layout Inst Area=0.00101 mm2, post_cts resized=0, worst slew pin tran=0.541 ns, Design Power=323 uW, DR pass1 iterations=4, Crit Path Class=primary input to flip-flop, placed inst area=966 um2, chip height=91 um, fin cells=167, vias per cell=4.40, Clock Path Buffers=2, vias=735, number of cells in Yosys stat=97, Seq share, synth=39.4%, Synth flops=17, Ports=3, Clock Skews=0.00213 ns, root buffer cell=clkbuf_8, Worst setup EP type=flip-flop, Critical Path Start Type=primary input, final core occ=21.0%, Worst R2R Start=count[11]$_SDFFE_PP0N_, clock period minus worst slack=2.05 ns, Largest logic family=simple AND/OR/NAND/NOR gates
-- area by class of cell --
class,instances,area (um2)
fillers,550,3800
multi-input cells,75,500
flip-flops and latches,17,350
well taps,67,83.8
clock buffers,3,41.3
repair buffers,3,27.5
clock inverters,1,5.00
inverters,1,3.75
-- cells in the final DEF, fill, tap and decap left out, drive strengths merged, types with 2 or more instances in the layout --
cell type,n
xnor2,2
clkdlybuf4s50,2
or3,2
clkbuf,3
o21ai,6
and4,2
o31ai,6
nor2,3
nand2,11
o21a,2
nand3,3
and3,2
dfxtp,16
mux2i,2
nand4,3
a21oi,10
a31oi,2
and2,4
or4,7
-- metal layers --
layer / part of all wire (%) / vias up / wire length (um) / global-route usage, %
li1: - / 378 / - / -
met5: 0 / - / 0 / 0
met4: 0.35 / 0 / 6 / 0.522
met2: 45 / 2 / 776 / 6.74
met3: 1.6 / 2 / 27 / 0.830
met1: 53 / 353 / 906 / 6.40
-- cell usage after synthesis --
| cell type | count | area [um2] |
|---|---|---|
| a21oi_1 | 10 | 50.1 |
| a31oi_1 | 2 | 12.5 |
| a41o_2 | 1 | 11.3 |
| and2_1 | 3 | 18.8 |
| and2_2 | 1 | 7.51 |
| and3_1 | 2 | 12.5 |
| and4_1 | 2 | 17.5 |
| buf_2 | 2 | 10.0 |
| buf_6 | 1 | 11.3 |
| dfxtp_1 | 16 | 320 |
| dlymetal6s2s_1 | 1 | 12.5 |
| edfxtp_1 | 1 | 30.0 |
| ha_1 | 1 | 12.5 |
| inv_1 | 1 | 3.75 |
| mux2i_1 | 2 | 20.0 |
| nand2_1 | 11 | 41.3 |
| nand2b_1 | 1 | 6.26 |
| nand3_1 | 3 | 15.0 |
| nand4_1 | 2 | 12.5 |
| nand4_4 | 1 | 21.3 |
| nor2_1 | 3 | 11.3 |
| nor4_4 | 1 | 21.3 |
| o211a_1 | 1 | 10.0 |
| o211ai_1 | 1 | 7.51 |
| o21a_1 | 2 | 15.0 |
| o21ai_0 | 6 | 30.0 |
| o21bai_1 | 1 | 7.51 |
| o31ai_1 | 6 | 45.0 |
| or3_2 | 2 | 15.0 |
| or4_1 | 7 | 52.6 |
| xnor2_1 | 2 | 17.5 |
| xor2_1 | 1 | 8.76 |
-- registers in the layout (all words and copies together) (netlist names) --
register and count:
btn_prev 1, btn_out 1, count 15
-- cell families (layout without fill, tap and decap cells) --
group                      count (synthesis)  after routing
and+or+nand+nor                           39             39
AOI/OAI and AO/OA                         30             30
DFF                                       17             17
buffers and inverters                      5              8
xor gates and xnor gates                   3              3
muxes                                      2              2
adders and majority gates                  1              1
-- where the power goes --
part           switching [mW]  internal, mW  leakage [nW]
registers             0.00549         0.168         0.139
logic                  0.0168       0.00994         0.151
clock network          0.0573        0.0658        0.0255
-- critical path: stages --
cell             delay [ns]
clkdlybuf4s50_1        0.46
xor2_1                 0.19
buf_4                  0.18
or4_1                  0.49
o21ai_0                0.07
-- worst max-delay path by stage --
stage          start                     end  slack, ns  depth (start not counted)
global route  btn_in  count[11]$_SDFFE_PP0N_       2.06                          5
finish        btn_in  count[11]$_SDFFE_PP0N_       2.15                          5
CTS           btn_in  count[11]$_SDFFE_PP0N_       2.15                          5
Power figures rest on the tool's default switching activity, not on a simulated workload.
